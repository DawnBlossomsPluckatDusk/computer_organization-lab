**design/flow/config.mk**
```make
export PLATFORM = sky130hd
export DESIGN_NAME = ID_EX
export DESIGN_NICKNAME = ID_EX
export VERILOG_FILES = /design/flow/design.v
export SDC_FILE = /design/flow/constraint.sdc
export NUM_CORES = 4
export LEC_CHECK = 1
export CORE_AREA = 10 10 95 95
export DIE_AREA = 0 0 105 105
```
**design/flow/run.sh**
```bash
#!/bin/bash
# OpenROAD 26Q1-2900-gdf79404cd8, Yosys 0.63+post, stock flow scripts
make -C /OpenROAD-flow-scripts/flow DESIGN_CONFIG=/design/flow/config.mk WORK_HOME=/design/flow/orfs finish
```
**design/flow/constraint.sdc**
```tcl
current_design ID_EX

set clk_period 1.0
set clk_io_pct 0.2

create_clock -name clk0 -period $clk_period

set non_clock_inputs [all_inputs -no_clocks]
set_input_delay [expr $clk_period * $clk_io_pct] -clock clk0 $non_clock_inputs
set_output_delay [expr $clk_period * $clk_io_pct] -clock clk0 [all_outputs]
```
**design/flow/design.v**
```verilog
`timescale 1ns / 1ps
module ID_EX(
	input [31:0] inst,
	input [31:0] Data_A,
	input [31:0] Data_B,
	input [31:0] Data_C,
	output reg[31:0] Shift_Data,
	output reg[31:0] ALU_A,
	output reg[7:0]  Shift_Num,
	output reg[2:0]  Shift_op,
	output reg[3:0]  ALU_op,
	output reg[3:0] Addr_A,
	output reg[3:0] Addr_B,
	output reg[3:0] Addr_C,
	output reg[3:0] W_Addr,
	output reg 		 Write_Reg,
	output reg		 S
    );
	 reg[31:0] imm_data;
	 reg[7:0]  imm1_shift;
	 reg[8:0]  imm2_shift;
	 reg 		  rm_imm_s;
	 reg[1:0]  rs_imm_s;
	 reg 		  Error;
	 always@(*) begin
		Write_Reg <= 1;
		S <= inst[20];
		ALU_op <= inst[24:21];
		Addr_A <= inst[19:16];
		Addr_B <= inst[3:0];
		Addr_C <= inst[11:8];
		W_Addr <= inst[15:12];
		imm_data <= {24'b0,inst[7:0]};
		imm1_shift <= {3'b0,inst[11:7]};
		imm2_shift <= {{3'b0,inst[11:8]},2'b0};
		if((inst[27:25]==3'b000) &&(inst[4]==0) && (inst[15:12]!=4'b1111)) begin
			rm_imm_s <= 1'b0;
			rs_imm_s <= 2'b0;
			Shift_op <= {inst[6:5],1'b0};
		end
		else if((inst[27:25]==3'b000) &&(inst[4]==1) && (inst[7]==0) && (inst[15:12]!=4'b1111)) begin
			rm_imm_s <= 1'b0;
			rs_imm_s <= 2'b1;
			Shift_op <= {inst[6:5],1'b1};
		end
		else if((inst[27:25]==3'b001) && (inst[15:12]!=4'b1111)) begin
			rm_imm_s <= 1'b1;
			rs_imm_s <= 2'b10;
			Shift_op <= 3'b111;
		end
		else begin
			Error =1;
		end
	 end
	 always@(*) begin
		if(rm_imm_s == 1'b0) Shift_Data <= Data_B;
		else Shift_Data <= imm_data;
		if(rs_imm_s == 2'b00) Shift_Num <= imm1_shift;
		else if(rs_imm_s ==2'b01) Shift_Num <= Data_C;
		else Shift_Num <= imm2_shift;
		ALU_A <= Data_A;
	 end
endmodule
```
==> impl_table.tex <==
% Table of physical implementation metrics
\begin{tabular}{lr}
\hline
Metric & Value \\
\hline
\multicolumn{2}{l}{\textbf{Routing}} \\
\quad Post-detailed-route wirelength per cell & between 10 and 15 um \\
\quad DRT Pass-1 Iters & 4 \\
\quad Total number of vias & 990 \\
\quad Vias per inst & approximately 3.5 \\
\quad Remaining antenna violation count after routing & 0 \\
\quad Number of inserted diodes & 0 \\
\quad 1st-iter DRT viols & 15 \\
\quad Residual DRC & 0 \\
\quad Wirelength, routed & slightly above 4000 um \\
\multicolumn{2}{l}{\textbf{Floorplan}} \\
\quad Die span in y & between 100 and 150 um \\
\quad Starting Density & a little over an eighth \\
\quad Core Area & 6907 um\^{}2 \\
\quad Width of the chip & approximately 110 um \\
\quad Number of primary I/O pins & between 200 and 250 \\
\quad Chip Area & $\sim$11000 um\^{}2 \\
\quad Floorplan row count & 30 \\
\multicolumn{2}{l}{\textbf{Final timing}} \\
\quad Register pins left without a clock & 5 \\
\quad Setup-violating endpoint count in the final report & 0 \\
\quad Crit path time final & approximately 0.96 ns \\
\quad Final-report max-slew violation count & 0 \\
\quad Setup repair after global routing missed its margin & no \\
\quad Post-route fraction of the period consumed by the critical path & a little under 100\% \\
\quad Achievable clock frequency & 1037 MHz \\
\quad Count of endpoints without a timing constraint & 8 \\
\quad Slew @ Worst Pin & between 0.6 and 0.7 ns \\
\quad Max transition margin & between 50\% and 60\% \\
\quad Number of hold violations in the final report & 0 \\
\multicolumn{2}{l}{\textbf{Synth}} \\
\quad Area fraction in xor and xnor cells & 0\% \\
\quad Post-synth top area cell & buf\_4 \\
\quad Adder Area Share & 0\% \\
\quad Area of the synthesized netlist per yosys stat & slightly above 900 um\^{}2 \\
\quad Cell area leaders & buf\_4 44\%, nor2b\_1 17\%, mux2\_2 9.6\% \\
\quad Post-synthesis area per instance & 7.537 um\^{}2 \\
\quad Post-synthesis cell count from yosys & between 100 and 150 \\
\quad Summed instance area of the synthesized netlist & 934.6 um\^{}2 \\
\quad Flops \& latches, synth & 5 \\
\quad Unique cell type count in the Yosys netlist & 19 \\
\quad Simple-gate portion of the synthesized area & a little over a quarter \\
\quad Warnings, synthesis & 1 \\
\quad Comb area leader & buffers and inverters \\
\quad Count of mapped cells out of synthesis & roughly 120 \\
\quad MUX area fraction & roughly 15\% \\
\quad Area share of and-or/or-and cells after synthesis & 3.347\% \\
\quad Top cell area share & between 40 and 50\% \\
\multicolumn{2}{l}{\textbf{Global route}} \\
\quad Pin count of the biggest net entering global routing & 33 \\
\quad Antenna violations before repair & 0 \\
\quad Remaining global-route overflow & 0 \\
\quad Via count of the first global-routing pass & between 1000 and 1500 \\
\quad GRT Resource Usage Total & $\sim$6.7\% \\
\quad Global-route wire length before repair & a little over 6000 um \\
\multicolumn{2}{l}{\textbf{Setup path}} \\
\quad Master of the slowest instance on the critical path & clkdlybuf4s50\_1 \\
\quad Kind of cell adding the most delay to the critical path & buffers and inverters \\
\quad Critical path depth & 2 \\
\quad Worst setup SP type & primary input \\
\quad Crit path buffers/inverters & 2 \\
\quad Stage delay of the slowest cell on the critical path & approximately 0.47 ns \\
\quad Kind of critical path & primary input to output port \\
\quad Critical Path RT & about 0.8 ns \\
\quad Worst-path fanout max & 2 \\
\quad CP Cell Sequence & clkdlybuf4s50\_1 -> buf\_2 \\
\quad Worst setup EP type & output port \\
\quad Critical Path AT & about 0.76 ns \\
\multicolumn{2}{l}{\textbf{Outcome}} \\
\quad Result of the run & complete, no violations \\
\multicolumn{2}{l}{\textbf{Hold path}} \\
\quad Hold Crit Class & primary input to output port \\
\quad Cells on Worst Hold Path & 0 \\
\multicolumn{2}{l}{\textbf{Place}} \\
\quad Routability cong. & between 0.6 and 0.7 \\
\quad DPL Wire Length & approximately 3700 um \\
\quad Tally of buffers added on design ports & approximately 110 \\
\quad Placed Cells incl. Taps & roughly 280 \\
\multicolumn{2}{l}{\textbf{Power}} \\
\quad Power after layout & slightly below 0.0004 W \\
\quad Maximum vdd drop & 0.00006179 V \\
\quad Cell Pwr Density & 246.1 nW/um\^{}2 \\
\quad Leakage Power & roughly 0.86 nW \\
\multicolumn{2}{l}{\textbf{Job}} \\
\quad Number of maximum-capacitance violations & 0 \\
\quad OpenROAD warning count & $\sim$60 \\
\multicolumn{2}{l}{\textbf{Final layout}} \\
\quad Growth of design area from synthesis to finish & 71.62\% \\
\quad Fraction of final layout cells with drive strength greater than 1 & between 30 and 40\% \\
\quad Non-filler cells, final & between 200 and 300 \\
\multicolumn{2}{l}{\textbf{CTS}} \\
\quad Hold buffers post-CTS & 0 \\
\quad Post-CTS setup buffer count & 0 \\
\hline
\end{tabular}
[final timing paths]
kind / start / to / slack (ns)
min: Data_A[0] / ALU_A[0] / 0.40
max: inst[13] / W_Addr[1] / 0.04
[cells in the final DEF (no fill, tap or decap)]
master and count:
conb_1 1, buf_6 2, mux2_4 8, nor3_2 1, dlymetal6s2s_1 5, mux2i_1 5, nand3b_1 1, and2_1 2
clkdlybuf4s15_2 4, nor2b_4 1, buf_4 5, a22o_1 1, o21ai_1 3, clkdlybuf4s50_1 7, nor2_1 3, and4b_1 1
clkbuf_2 2, nand2_1 4, nand4b_1 2, o211ai_1 1, nand4_1 1, dlygate4sd2_1 43, clkdlybuf4s15_1 13, nor2b_1 24
buf_2 38, nand3_1 1, dlxtn_1 5
[repair_timing]
| action | CTS | global route |
|---|---|---|
| resized | 203 | 24 |
| cloned | 0 | 0 |
| pin swaps | 6 | 3 |
| endpoints found under the setup margin | 52 | 11 |
[cells in the mapped netlist (all sizes together)]
| cell | count |
|---|---|
| o21ai | 3 |
| nand3b | 1 |
| nand4b | 2 |
| mux2i | 5 |
| nand3 | 1 |
| nor3 | 1 |
| nor2b | 25 |
| buf | 59 |
| nor2 | 3 |
| and2 | 2 |
| conb | 1 |
| a22o | 1 |
| mux2 | 8 |
| nand2 | 4 |
| nand4 | 1 |
| and4b | 1 |
| o211ai | 1 |
| dlxtn | 5 |
[state kept, by name, summed over array words and instances (netlist names)]
name,cells
rm_imm_s,1
Shift_op,3
rs_imm_s,1
[per-layer routing]
metal  wire length (um)  GRT usage (%)
met1               1387          6.623
met2               1963          11.52
met3                674          4.348
met4                 93          1.667
met5                  0              0
[layout make-up]
cell class,instances,area [um^2]
fillers,812,5303
multi-input cells,60,464.2
flip-flops and latches,5,75.07
well taps,96,120.1
repair buffers,119,944.7
[logic make-up after synthesis]
family                 Yosys count
other                            1
latches                          5
AND-OR/OR-AND                    5
multiplexers                    13
AND/OR/NAND/NOR                 41
buffers and inverters           59
[through the flow]
| step | hold WS [ns] | instance area, um^2 | setup slack, ns | utilization [%] | TNS (ns) |
|---|---|---|---|---|---|
| finish | 0.4000 | 1604 | 0.03572 | 23.22 | 0 |
| global placement | 0.4000 | 1800 | -0.6177 | 26.07 | -23.73 |
| floorplan | 0.4564 | 934.6 | 0.3778 | - | 0 |
| global route | 0.4000 | 1604 | 0.002001 | 23.22 | 0 |
| detailed placement | 0.4000 | 1800 | -0.6310 | 26.07 | -23.90 |
| CTS | 0.4000 | 1555 | -0.1853 | 22.52 | -0.8300 |
[where the power goes]
part	internal [W]	switching, W
logic	0.000276	0.0000968
registers	0.0000131	0.00000842
clock network	0	0
total	0.000290	0.000105
Power and IR drop assume default switching activity.
