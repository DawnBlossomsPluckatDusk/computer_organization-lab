--- flow/constraint.sdc ---
current_design ALU_barrel

set clk_period 2.5
set clk_io_pct 0.2

create_clock -name clk0 -period $clk_period [get_ports {clk}]

set non_clock_inputs [all_inputs -no_clocks]
set_input_delay [expr $clk_period * $clk_io_pct] -clock clk0 $non_clock_inputs
set_output_delay [expr $clk_period * $clk_io_pct] -clock clk0 [all_outputs]
--- flow/run.sh ---
#!/bin/bash
# OpenROAD 26Q1-2900-gdf79404cd8, Yosys 0.63+post, stock flow scripts
make -C /OpenROAD-flow-scripts/flow DESIGN_CONFIG=/design/flow/config.mk WORK_HOME=/design/flow/orfs finish
--- flow/config.mk ---
export PLATFORM = sky130hd
export DESIGN_NAME = ALU_barrel
export DESIGN_NICKNAME = ALU_barrel
export VERILOG_FILES = /design/flow/design.v
export SDC_FILE = /design/flow/constraint.sdc
export NUM_CORES = 4
export LEC_CHECK = 1
export CORE_UTILIZATION = 40
--- flow/design.v ---
`timescale 1ns / 1ps
module ALU_barrel(
	input 		clk,
	input 			S,
	input [31:0] Shift_Data,
	input [7:0] Shift_Num,
	input [2:0] Shift_op,
	input [31:0] A,
	input [3:0] ALU_op,
	output wire [31:0] F
    );
	 wire [31:0] B;
	 wire Shift_carry_out;
	 wire [3:0]			NZCV;
	Barrel_Shift shift(Shift_Data,Shift_Num,NZCV[1],Shift_op,B,Shift_carry_out);
	ALU_Main ALU(clk,S,B,A,ALU_op,Shift_carry_out,NZCV[1],NZCV[0],F,NZCV);
endmodule
`timescale 1ns / 1ps
module ALU_Main(
	input 		clk,
	input 		 S,
	input [31:0] B,
	input [31:0] A,
	input [3:0] ALU_op,
	input Shift_carry_out,
	input CF,
	input VF,
	output reg [31:0] F,
	output reg [3:0] NZCV
    );
	 reg Cout;
	 localparam FN = 3,FZ = 2,FC = 1,FV = 0;
	 always@(*)
	 begin
		case(ALU_op)
			4'h0: 
			begin
				F <= A & B;
			end
			4'h1:
			begin
				F <= A ^ B;
			end
			4'h2:
			begin
				{Cout,F} <= A - B;
			end
			4'h3:
			begin
				{Cout,F} <= B - A;			
			end
			4'h4:
			begin
				{Cout,F} <= A + B;
			end
			4'h5:
			begin
				{Cout,F} <= A + B + CF;
			end
			4'h6:
			begin
				{Cout,F} <= A -B + CF-1;
			end
			4'h7:
			begin
				{Cout,F} <= B - A + CF -1;
			end
			4'h8:
			begin
				F <= A;
			end
			4'hA:
			begin
				{Cout,F} <= A - B + 32'h4;
			end
			4'hC:
			begin
				F <= A | B;
			end
			4'hD:
			begin
				F <= B;
			end
			4'hE:
			begin
				F <= A & (~B);
			end
			4'hF:
			begin
				F <= ~B;
			end
		endcase
	 end
	 always@(negedge clk) begin 
		if(S == 1) begin
			NZCV[FN] <= F[31];
			if(F != 32'b0) NZCV[FZ] <= 0;
			else NZCV[FZ] <= 1;
			case(ALU_op)
			4'h0,4'h1,4'hC,4'hE,4'hF,4'h8,4'hD: begin
				NZCV[FC] <= Shift_carry_out;
				NZCV[FV] <= VF;
			end
			4'h2,4'h3,4'h4,4'h5,4'h6,4'h7,4'hA: begin
				NZCV[FC] <= ALU_op[1] ^ Cout;
				NZCV[FV] <= A[31] ^ B[31] ^ F[31] ^ Cout;
			end
			endcase
		end
	 end
endmodule
`timescale 1ns / 1ps
module Barrel_Shift(
	input  [31:0]      Shift_Data,
	input  [7:0]       Shift_Num,
	input              Carry_Flags,
	input  [2:0]       Shift_op,
	output reg [31:0]  Shift_out,
	output reg         Shift_carry_out
    );
	 always@(*)
	 begin
		case(Shift_op[2:1])
			2'b00: 
			begin
				if(Shift_Num == 0)
						Shift_out <= Shift_Data;
				if(Shift_Num >= 1 && Shift_Num <= 32)
					begin
						Shift_out <= Shift_Data << Shift_Num;
						Shift_carry_out <= Shift_Data[32-Shift_Num];
					end
				if(Shift_Num > 32)
					begin
						Shift_out <= 0;
						Shift_carry_out <= 0;
					end
			end
			2'b01: 
			begin
				if(Shift_op[0] == 0 && Shift_Num == 0)
					begin
						Shift_out <= 0;
						Shift_carry_out <= Shift_Data[31];
					end
				if(Shift_op[0] == 1 && Shift_Num == 0)
					Shift_out <= Shift_Data;
				if(Shift_Num >= 1 && Shift_Num <= 32)
					begin
						Shift_out <= Shift_Data >> Shift_Num;
						Shift_carry_out <= Shift_Data[Shift_Num-1];
					end
				if(Shift_Num > 32)
					begin
						Shift_out <= 0;
						Shift_carry_out <= 0;
					end
			end
			2'b10: 
			begin
				if(Shift_op[0] == 0 && Shift_Num == 0)
					begin
						Shift_out <= {32{Shift_Data[31]}};
						Shift_carry_out <= Shift_Data[31];
					end
				if(Shift_op[0] == 1 &&Shift_Num == 0)
					Shift_out <= Shift_Data;
				if(Shift_Num >= 1 && Shift_Num <=32)
					begin
						Shift_out <= {{32{Shift_Data[31]}},Shift_Data} >> Shift_Num;
						Shift_carry_out <= Shift_Data[31];
					end
				if(Shift_Num >32)
					begin
						Shift_out <= {32{Shift_Data[31]}};
						Shift_carry_out <= Shift_Data[31];
					end
			end
			2'b11:
			begin
				if(Shift_op[0] == 0 && Shift_Num == 0)
					begin
						Shift_out <= {Carry_Flags,Shift_Data[31:1]};
						Shift_carry_out <= Shift_Data[31];
					end
				if(Shift_op[0] == 1 && Shift_Num == 0)
						Shift_out <= Shift_Data;
				if(Shift_Num >= 1 && Shift_Num <=32)
					begin
						Shift_out <= {Shift_Data,Shift_Data} >> Shift_Num;
						Shift_carry_out <= Shift_Data[Shift_Num-1];
					end
				if(Shift_Num > 32)
					begin
						Shift_out <= {{32{Shift_Data}},Shift_Data} >> Shift_Num[4:0];
						Shift_carry_out <= Shift_Data[Shift_Num[4:0]-1];
					end
			end
		endcase
	 end
endmodule
==> out/qor.txt <==
Final setup fails = 0
Post-DRT Antenna Nets = 0
Worst slew pin tran = 1.43 ns
Pre-Repair DR Iteration Count = 6
Clock power share = 0.2%
Layout Cells excl Fill = 3811
IO Port Bufs = 112
Area of the core = 52400 µm²
Vias in the first global route = 23900
Via count = 25900
Worst Hold Class = input pin to flip-flop
CTS clk-pin slew, worst paths = 0.04 ns
Die X = 232 µm
Share of cells above drive strength 1 = 8.07%
Top FF cell, synth = dlxtn_1
Most common cell in the netlist = nor2_1
Slowest-stage cell, CP = buf_4
Layout area overhead = 7.61%
Vias per cell = 6.81
Hold path startpoint = ALU_op[0]
Io pins = 113
Mapped cell area = 21200 µm²
Count of tool warnings = 135
Crit. End Element = flip-flop
Total gr overflow = 0
Net switching power figure = 2.77 mW
Critical path required time = 1.03 ns
Critical path cell sequence = buf_4 -> o21ai_2 -> o21ai_2 -> nand2_1 -> o21ai_1
Worst Setup SP = ALU_op[2]
Filler cells = 5397
Yosys warning tally = 2
Antenna diodes = 0
Die ar. = 54000 µm²
Buf/Inv on CP = 1
Initial antenna violation count = 2
Hold Crit Depth = 3
Init Core Util = 40.5%
Registers, synthesis = 67
Register pins left without a clock = 66
Hold WS = 2.14 ns
Async SR Flop Fraction = 0%
Register Area = 1020 µm²
DP HPWL = 86700 µm
DRT Wirelength = 112000 µm
Gate Area = 18800 µm²
DRC errors left = 0
Final Max Tran Viols = 0
Main area contributors = ha_1 (8.5%), a21oi_1 (7.1%), nor2_1 (6.3%)
PD cells = 186 nW/µm²
CP arrival = 0.99 ns
List of most frequent post-synthesis cells = nor2_1 (356), a21oi_1 (300), nand2_1 (293), o21ai_0 (212), clkbuf_1 (196)
Status = complete, no violations
Crit path depth = 5
Synthesis area per yosys = 21200 µm²
Comb pwr share = 97.7%
Number of unconstrained endpoints = 98
Max stage delay on crit path = 0.14 ns
First-pass GRT wire length = 163000 µm
Placed cells = 3810
GRT Util Overall = 41.6%
RSZ-0062 raised after global routing = false
Top delay family on crit path = AND-OR/OR-AND gates
VDD IR max = 0.197 mV
Sequential share of power = 2.1%
P_int = 1.49 mW
Sw frac = 65.1%
Crit path kind = input pin to flip-flop
Initial DRC count = 2796
Dominant cell area share = 8.49%
Post-DR wirelength/cell = 29.4 µm
RePlAce Congestion = 1.08
Worst slew margin = 4.16%
CP Max Fanout = 5
Syn_area_per_cell = 6.64 µm²
Hold Vio Cnt, Final = 0
Synth area leader = ha_1
MaxCap Viol Count = 0
Die H = 232 µm
Cell Rows = 84
Cell total in the yosys stat output = 3195
Pleak = 8.45 nW
Most frequent CP cell = o21ai_2
Yosys cell types = 111
CP Launch Type = input pin
EDFF count, synth = 1
Largest net degree at the start of global routing = 82
Mapped Cells = 3195
## cell type report
class,instances,share of cell area [%]
Timing Repair Buffer,196,7.53
Sequential cell,67,4.47
Inverter,119,1.96
Clock inverter,1,0.0164
Multi-Input combinational cell,2740,82.3
Tap cell,688,3.77
## per-stage QoR
stage	power [mW]	setup WS, ns	cell area (µm²)	utilization (%)	setup TNS (ns)
2_1_floorplan	2.72	-0.214	21300	-	-0.214
3_3_place_gp	4.10	-0.517	22800	43.5	-0.978
3_5_place_dp	4.10	-0.474	22800	43.5	-0.917
4_1_cts	4.12	0.00210	22800	43.5	0
5_1_grt	4.50	0.0138	22800	43.5	0
6_report	4.26	0.0327	22800	43.5	0
## flip-flops by register name, summed over array words and instances, names as in the netlist
register               count
ALU.Cout                   1
ALU.NZCV                   1
ALU.F                     32
shift.Shift_out           32
shift.Shift_carry_out      1
## cells by family after synthesis
logic type | count (synthesis) | synth area share (%)
DFF | 1 | 0.141
adders and majority gates | 147 | 8.77
buffers and inverters | 388 | 7.13
and+or+nand+nor | 1110 | 25.7
muxes | 141 | 9.18
xor gates and xnor gates | 215 | 9.05
AOI/OAI and AO/OA | 1127 | 35.4
latches | 66 | 4.67
## metal layers
layer / global-route usage, % / routed length, µm
met1: 52.7 / 42800
met2: 64.6 / 49700
met3: 7.55 / 10600
met4: 27.0 / 8970
met5: 0 / 34
## repair_timing
item / 4_1_cts / 5_1_grt
resized: 19 / 0
endpoints found under the setup margin: 2 / 0
setup buffers: 1 / 0
hold endpoints to repair: 0 / 0
hold buffers: 0 / 0
## cell usage in the layout (no fill, tap or decap), types with 17 or more instances in the layout
cell type,n
dlxtn_1,66
buf_4,87
a31oi_1,50
ha_1,144
a211oi_1,58
nor4_1,25
inv_1,111
nor2b_1,53
mux2_2,19
a22oi_1,41
o211ai_1,56
o21bai_1,18
nand2_1,292
and3_1,21
mux4_2,41
a21oi_1,300
a221oi_1,79
nand4_1,27
clkdlybuf4s50_1,101
xnor2_1,152
nor3_1,70
a21o_1,28
o31ai_1,33
xor2_1,58
nand3_1,74
o221ai_1,28
mux2i_1,81
nor2_1,350
and2_1,17
o2111ai_1,31
o22ai_1,38
nand2b_1,33
o21ai_0,208
## power by group through the flow
stage	registers, mW	clock network, mW	logic (mW)
after global routing	0.0907	0.00845	4.40
final	0.0897	0.00701	4.16
after CTS	0.0902	0.00496	4.02
## worst paths after layout
kind | endpoint | slack [ns]
worst min-delay path | ALU.NZCV[1] | 2.14
worst max-delay path | ALU.NZCV[1] | 0.03
Power and IR drop assume default switching activity.
