**./design.v**
```verilog
`timescale 1ns / 1ps
module Reg_general(
	input clk,
	input rst,
	input [3:0] R_Addr_A,
	input [3:0] R_Addr_B,
	input [3:0] R_Addr_C,
	input [3:0] W_Addr,
	input [31:0] W_Data,
	input Write_Reg,
	output reg [31:0] R_Data_A,
	output reg [31:0] R_Data_B,
	output reg [31:0] R_Data_C
    );
	 reg [31:0] R[15:0];
	 reg Error_M_MSB;
	 reg Error_M_other;
	 reg Error_Read;
	 integer i;
	always@(negedge clk or posedge rst)
	begin
		if(rst == 1)
		begin
			for(i=0;i<=15;i=i+1)
			begin 
				R[i] <= 0;
			end
		end
	   else
		begin
			if(W_Addr == 15)
			begin
				Error_M_MSB <= 1;
			end else
			begin
				Error_M_MSB <= 0;
				if(Write_Reg)
				begin 
					if(W_Addr < 15) R[W_Addr] <= W_Data;
				end
			end
		end
	end
	always@(*)
	begin
			R_Data_A <= R[R_Addr_A];
			R_Data_B <= R[R_Addr_B];
			R_Data_C <= R[R_Addr_C];
	end
endmodule
```
**./run.sh**
```bash
#!/bin/bash
# OpenROAD 26Q1-2900-gdf79404cd8, Yosys 0.63+post, stock flow scripts
make -C /OpenROAD-flow-scripts/flow DESIGN_CONFIG=/design/flow/config.mk WORK_HOME=/design/flow/orfs finish
```
**./config.mk**
```make
export PLATFORM = sky130hd
export DESIGN_NAME = Reg_general
export DESIGN_NICKNAME = Reg_general
export VERILOG_FILES = /design/flow/design.v
export SDC_FILE = /design/flow/constraint.sdc
export NUM_CORES = 4
export LEC_CHECK = 1
export CORE_UTILIZATION = 40
```
**./constraint.sdc**
```tcl
current_design Reg_general

set clk_period 11.1
set clk_io_pct 0.2

create_clock -name clk0 -period $clk_period [get_ports {clk}]

set non_clock_inputs [all_inputs -no_clocks]
set_input_delay [expr $clk_period * $clk_io_pct] -clock clk0 $non_clock_inputs
set_output_delay [expr $clk_period * $clk_io_pct] -clock clk0 [all_outputs]
```
==> out/metrics.csv <==
metric,value,unit
top_cell,mux2_2,
grtUsageTotal,43.11,%
swShare,33.27,%
hold_viol_final,0,
place.gp.congestion,1.024,
worstMarginPinSlew,1.013,ns
portBuffers,146,
holdWs,0.5046,ns
post_cts_resized,0,
critPathMaxFanout,4,
cts_hold_buf,0,
rsz0062_at_grt,false,
logic_area,16340,um^2
pin_count,147,
yosysWarnings,2,
cts_root_buf,clkbuf_16,
cts_buffers,56,
timing.slew.headroom,32.30,%
register_area,12010,um^2
design_area,34190,um^2
dpl_cell_area,32230,um^2
fillers,6478,
p_leak,13.54,nW
die_x,273.7,um
top_regs,R: 480 flops,
avgSynthCellArea,10.43,um^2
ant_nets,0,
grt_first_pass_wirelength,218.0,mm
p_switching,0.002075,W
ys_area,29540,um^2
clk_path_buf_depth,3,
post_cts_buffers,0,
drcViolationCount,0,
combPwrFrac,24.7,%
top_register,R,
slew_violations,0,
clk_pin_slew_worst_paths,0.05,ns
vdd_drop_max,0.1459,mV
fin_worst_skew,0,ns
ys_ff,480,
die_area,74930,um^2
antenna_found_initial,3,
routed_wl,156.4,mm
p_int,0.004163,W
ys_cells,2833,
clock_latency,0.62,ns
power.clock.fraction,31.8,%
setup_viol,0,
status,"complete, no violations",
drtPass1Iterations,8,
grt_max_degree,104,
yosysSeqAreaShare,40.67,%
ys_top_cells_by_count,"mux2_2 (509), dfrtn_1 (480), a22oi_1 (268)",
area_growth,15.76,%
seqPwrFrac,43.5,%
drive_gt1_share,27.77,%
cp-end-kind,output pin,
largest_area_cell,dfrtn_1,
syn_area,29540,um^2
wl_per_cell,40.27,um
flop_cell,dfrtn_1,
grt_pass1_vias,28300,
h-tree-depth,2,
critPathLaunchType,register,
cp_data_required_time,8.88,ns
fp-row-count,99,
vias,28730,
tool_warnings,29,
edf_count,0,
crit_arrival,8.41,ns
top_cell_area_share,40.67,%
grt-ovfl-total,0,
netlist_instances,2833,
hp-class,reg -> reg,
path_class,reg -> out,
cts_sinks,480,
initCoreUtil,40.48,%
async_flop_share,100.0,%
power_density,182.5,nW/um^2
cts_tree,yes,
yosys-top-cells-area,"dfrtn_1 (41%), mux2_2 (19%), a22oi_1 (6.8%)",
die-height,273.7,um
dr.first_iter.drc_count,3515,
largest_reg_flops,480,
dp_hpwl,94.18,mm
ys_types,64,
vias_per_cell,7.398,
design.core.area,72960,um^2
max-cap-violations,0,
==> placed cells by master (no fill, tap or decap), types with 15 or more instances in the layout <==
cell             synthesis  layout
a21oi_1                140     140
a221o_1                 20      20
a221oi_1                43      43
a22o_1                  53      53
a22oi_1                268     268
a31oi_1                 36      36
and3_1                  15      15
buf_12                   0      16
buf_4                   14     125
clkbuf_16                0      56
clkdlybuf4s50_1          0     134
dfrtn_1                480     480
mux2_2                 509     509
mux2i_1                104     104
mux4_2                  15      15
nand2_1                108     104
nand2b_1                43      42
nand3_1                 29      29
nand3b_1                25      25
nor2_1                 145     129
nor2b_1                 40      23
nor3_1                  17      16
o21ai_0                 93      93
o21ai_1                 16      16
o22ai_1                103     103
o32a_1                  44      44
==> metal layers <==
metal | vias up | global-route usage [%] | part of all wire [%] | routed length [um]
met5 | - | 0 | 0.0070 | 11
met1 | 14230 | 55.42 | 35 | 55450
met3 | 793 | 23.09 | 16 | 25210
met2 | 2645 | 57.36 | 40 | 62930
met4 | 2 | 26.60 | 8.2 | 12820
li1 | 11060 | - | - | -
==> power groups by stage <==
stage	sequential (W)	clock, W	combinational, W
finish	0.00271	0.00198	0.00154
global route	0.00276	0.00206	0.00162
CTS	0.00268	0.00200	0.00150
==> through the flow <==
stage	TNS, ns	power [W]	cells	util (%)	worst slack (ns)
after floorplan	-1419.43	0.003488	2833	-	-2.957
after global placement	0	0.004177	3775	44.18	0.9413
after detailed placement	0	0.004196	3775	44.18	0.9347
after CTS	0	0.006183	3879	46.85	0.6221
after global routing	0	0.006436	3879	46.85	0.4053
final	0	0.006238	3884	46.86	0.4671
==> worst max-delay path, cell delays in order (launching register included) <==
cell             delay, ns
dfrtn_1               0.40
a22oi_1               0.20
o22ai_1               0.13
a2111oi_0             0.75
a21oi_1               0.30
clkdlybuf4s50_1       0.46
==> cell type report <==
class | instances | share of cell area (%)
diodes | 5 | 0.03659
repair buffers | 282 | 7.707
clock buffers | 82 | 4.735
clock inverters | 22 | 0.9551
inverters | 12 | 0.1427
flip-flops and latches | 480 | 35.13
multi-input cells | 2042 | 47.78
well taps | 959 | 3.509
==> kinds of logic after synthesis <==
group,count (synthesis),share of synthesized area (%)
buffers and inverters,311,4.647
AND-OR/OR-AND,949,22.88
flip-flops,480,40.67
multiplexers,633,24.26
AND/OR/NAND/NOR,460,7.540
==> worst paths after layout <==
check | startpoint | to | slack [ns] | cells past startpoint
worst min-delay path | R[1][24]$_DFFE_NP0P_ | R[1][24]$_DFFE_NP0P_ | 0.50 | 1
max in group asynchronous | rst | R[11][14]$_DFFE_NP0P_ | 2.38 | 4
worst max-delay path | R[2][19]$_DFFE_NP0P_ | R_Data_C[19] | 0.47 | 5
min in group asynchronous | rst | R[11][25]$_DFFE_NP0P_ | 7.44 | 2
worst min register to register | R[1][24]$_DFFE_NP0P_ | R[1][24]$_DFFE_NP0P_ | 0.50 | 1
worst max register to register | R[3][25]$_DFFE_NP0P_ | R[3][25]$_DFFE_NP0P_ | 10.21 | 1
No activity file was given, so power comes from the tool's default toggle rates.
